==> flow/design.v <==
module cla
(
	output 		  o_c,
	output [31:0] o_s,
	input  [31:0] i_a,
	input  [31:0] i_b,
	input         i_c
);
	wire [8:0] internal_c;
	assign internal_c[0] = i_c;
	assign o_c			 = internal_c[8];
	genvar i;
	generate
		for(i=0; i<8; i=i+1) begin
			cla_block
			u_cla_block(
				.o_c (internal_c[i+1] ),
				.o_s (o_s[4*(i+1)-1-:4]),
				.i_a (i_a[4*(i+1)-1-:4]),
				.i_b (i_b[4*(i+1)-1-:4]),
				.i_c (internal_c[i]   )
			);
		end
	endgenerate
endmodule
module cla_block
(
	output 		 o_c,
	output [3:0] o_s,
	input  [3:0] i_a,
	input  [3:0] i_b,
	input  		 i_c
);
	wire dummy_c;
	assign {dummy_c, o_s} = i_a + i_b + i_c;
	wire [3:0] p;
	wire [3:0] g;
	assign 	   p = i_a ^ i_b;
	assign 	   g = i_a & i_b;
	wire       grp_p;
	wire 	   grp_g;
	assign 	   grp_p = &p;
	assign     grp_g = g[3] | (p[3] & (g[2] | (p[2] & (g[1] | (p[1] & (g[0]))))));
	assign     o_c   = grp_g | (grp_p & i_c);
endmodule
==> flow/run.sh <==
#!/bin/bash
# OpenROAD 26Q1-2900-gdf79404cd8, Yosys 0.63+post, stock flow scripts
make -C /OpenROAD-flow-scripts/flow DESIGN_CONFIG=/design/flow/config.mk WORK_HOME=/design/flow/orfs finish
==> flow/config.mk <==
export PLATFORM = sky130hd
export DESIGN_NAME = cla
export DESIGN_NICKNAME = cla
export VERILOG_FILES = /design/flow/design.v
export SDC_FILE = /design/flow/constraint.sdc
export NUM_CORES = 4
export LEC_CHECK = 1
export CORE_AREA = 10 10 92 92
export DIE_AREA = 0 0 102 102
==> flow/constraint.sdc <==
current_design cla

set clk_period 11.5
set clk_io_pct 0.2

create_clock -name clk0 -period $clk_period

set non_clock_inputs [all_inputs -no_clocks]
set_input_delay [expr $clk_period * $clk_io_pct] -clock clk0 $non_clock_inputs
set_output_delay [expr $clk_period * $clk_io_pct] -clock clk0 [all_outputs]
==> flow_summary.json <==
{
  "run_status": "finished clean",
  "crit_arrival_ns": 5.58,
  "path_cells": "clkdlybuf4s50_1 > ha_1 > a21oi_1 > nor2_1 > a211oi_1 > nand3_2 > o21ai_2 > o21ai_1 > fa_1 > fa_1 > xor2_1 > clkdlybuf4s50_1",
  "layout-drive-gt1-share_pct": 3.64,
  "comb_power_share_pct": 100.0,
  "yosysTopAreaCell": "ha_1",
  "pwr-share-clk_pct": 0,
  "tightest_slew_ns": 0.308,
  "crit_end": "o_s[30]",
  "fin_util_pct": 37.9,
  "routed_wl_mm": 4.33,
  "ys_cells": 149,
  "vias_per_cell": 4.35,
  "crit_start": "i_a[9]",
  "synth_area_um2": 1370,
  "grt_overflow": 0,
  "min_period_ns": 7.88,
  "fp.dieW_um": 102,
  "slew_viol_final": 0,
  "switching_share_pct": 33.8,
  "drt_iter0_drc": 11,
  "crit_slowest_cell": "clkdlybuf4s50_1",
  "topCellsByArea": "ha_1 (29%), fa_1 (23%), a21oi_1 (6.9%)",
  "first_pass_iters": 3,
  "post-cts-setup-buffers": 0,
  "top_cell": "ha_1",
  "cp_max_fo": 4,
  "diodes": 0,
  "nClkBuffers": 0,
  "layout.cells.non_filler": 324,
  "syn_to_final_growth_pct": 78.6,
  "cts-resized-gates": 0,
  "start_kind": "input port",
  "row_count": 29,
  "post-route-period-util_pct": 68.5,
  "finalHoldViolations": 0,
  "maxCapViolCount": 0,
  "required_ns": 9.20,
  "rsz0062_at_grt": "no",
  "hp-class": "input port to output pin",
  "path_buffers": 2,
  "top_area_share_pct": 29.2,
  "regArea_um2": 0,
  "syn-mean-instance-area_um2": 9.20,
  "grt_pass1_wl_mm": 7.25,
  "p_leak_nw": 1.07,
  "core-area_um2": 6460,
  "yosysChipArea_um2": 1370,
  "ys_warn_count": 0,
  "design.die.area_um2": 10400,
  "hpwlAfterDp_mm": 4.16,
  "ys_seq_share_pct": 0,
  "grt_max_degree": 5,
  "path_delay_family": "adder cells",
  "drc_errors": 0,
  "dpl.cell_count": 324,
  "synthTopCellsByCount": "ha_1 (32), a21oi_1 (19), fa_1 (16)",
  "p_seq_share_pct": 0,
  "irDropWorstVdd_mv": 0.0214,
  "die_h_um": 102,
  "p_sw_mw": 0.0456,
  "detail_route.wl_per_cell_um": 13.3,
  "place_congestion": 0.824,
  "max_freq_mhz": 127,
  "ios": 98,
  "n_fill_cell": 646,
  "ctsHoldBuffers": 0,
  "setup_tns_ns": 0,
  "powerDensity_nw_per_um2": 55.1,
  "grt_usage_pct": 8.47,
  "critPathKind": "input port to output pin",
  "ys_types": 26,
  "slew_headroom_pct": 79.2,
  "drtAntennaViolNets": 0,
  "synthCells": 149,
  "finalSetupViolations": 0,
  "warning_count": 32,
  "grt_antenna_before_repair": 0,
  "internal_power_mw": 0.0893,
  "endpoint_kind": "output pin",
  "fp_util_pct": 21.2,
  "max_stage_delay_ns": 0.50,
  "io_buffers": 98,
  "first_global_vias": 1464,
  "via_count": 1408,
  "flops": 0,
  "crit_cells": 12
}
-- worst min-delay path by stage --
stage | from | endpoint | slack, ns | cells after the start
4_1_cts | i_a[5] | o_s[5] | 5.72 | 5
5_1_grt | i_c | o_s[0] | 5.75 | 5
6_report | i_c | o_s[0] | 5.70 | 5
-- placed cells by master (no fill, tap or decap) --
cell             instances
clkdlybuf4s50_1         98
ha_1                    32
a21oi_1                 19
fa_1                    16
inv_1                   12
a21o_1                  12
xnor2_1                  9
nor2_1                   8
xor2_1                   7
nand2_1                  6
nand4_1                  5
o21ai_0                  4
nor2b_1                  2
o31ai_2                  2
a211oi_1                 2
o21ai_2                  2
nand3_1                  1
nor3_1                   1
and4_1                   1
nand3_2                  1
o21a_2                   1
or3b_1                   1
a2111oi_4                1
a211o_2                  1
o21ai_1                  1
a211o_1                  1
a21o_2                   1
-- per-layer routing --
metal | GRT usage (%) | vias to the layer above | routed length [um]
li1 | - | 742 | -
met1 | 10.4 | 620 | 1710
met2 | 14.3 | 46 | 2080
met3 | 3.75 | 0 | 542
met4 | 0 | 0 | 0
met5 | 0 | - | 0
-- metrics by stage --
stage	worst slack [ns]	area, um^2	total power, mW	hold slack [ns]
6_report	3.62	2450	0.135	5.70
5_1_grt	3.36	2450	0.153	5.75
4_1_cts	3.57	2450	0.139	5.72
3_5_place_dp	3.60	2450	0.137	5.71
3_3_place_gp	3.66	2450	0.138	5.69
2_1_floorplan	4.74	1370	0.0473	4.71
-- tightest hold or removal path: stages --
cell             delay (ns)
clkdlybuf4s50_1        0.42
inv_1                  0.08
fa_1                   0.15
inv_1                  0.04
clkdlybuf4s50_1        0.41
-- kinds of logic (layout without fill, tap and decap cells) --
kind of cell               after synthesis  count (layout)  synth area share [%]
adders and majority gates               48              48                  52.6
buffers and inverters                   12             110                  3.28
AOI/OAI and AO/OA                       47              47                  24.2
and+or+nand+nor                         26              26                  9.76
xor gates and xnor gates                16              16                  10.2
-- layout make-up --
type                            instances  area [um^2]  area share (%)
Inverter                               12         45.0            1.84
Multi-Input combinational cell        137         1330            54.2
Tap cell                               77         96.3            3.93
Timing Repair Buffer                   98          981            40.1
-- power by group through the flow --
stage	Combinational (mW)	Clock [mW]	Sequential (mW)
6_report	0.135	0	0
5_1_grt	0.153	0	0
4_1_cts	0.139	0	0
Power figures rest on the tool's default switching activity, not on a simulated workload.
