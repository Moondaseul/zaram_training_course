<file path="/design/flow/config.mk">
export PLATFORM = sky130hd
export DESIGN_NAME = regfile
export DESIGN_NICKNAME = regfile
export VERILOG_FILES = /design/flow/design.v
export SDC_FILE = /design/flow/constraint.sdc
export NUM_CORES = 4
export LEC_CHECK = 1
export CORE_UTILIZATION = 50
</file>
<file path="/design/flow/constraint.sdc">
current_design regfile

set clk_period 10.4
set clk_io_pct 0.2

create_clock -name clk0 -period $clk_period [get_ports {i_clk}]

set non_clock_inputs [all_inputs -no_clocks]
set_input_delay [expr $clk_period * $clk_io_pct] -clock clk0 $non_clock_inputs
set_output_delay [expr $clk_period * $clk_io_pct] -clock clk0 [all_outputs]
</file>
<file path="/design/flow/design.v">
module regfile
#(
	parameter MIF_FILE = "regfile.mif",
	parameter BW_DATA  = 32,
	parameter BW_ADDR  = 5
)
(
	output [BW_DATA-1:0] o_rd_data0,
	output [BW_DATA-1:0] o_rd_data1,
	input  [BW_ADDR-1:0] i_rd_addr0,
	input  [BW_ADDR-1:0] i_rd_addr1,
	input  [BW_DATA-1:0] i_wr_data,
	input  [BW_ADDR-1:0] i_wr_addr,
	input				 i_wr_en,
	input 				 i_clk
);
	reg [BW_DATA-1:0] rf_arr[0:2**BW_ADDR-1];
	assign o_rd_data0 = rf_arr[i_rd_addr0];
	assign o_rd_data1 = rf_arr[i_rd_addr1];
	always @(posedge i_clk) begin
		if(i_wr_en) begin
			rf_arr[i_wr_addr] <= i_wr_data;
		end else begin
			rf_arr[i_wr_addr] <= rf_arr[i_wr_data];
		end
	end
endmodule
</file>
<file path="/design/flow/run.sh">
#!/bin/bash
# OpenROAD 26Q1-2900-gdf79404cd8, Yosys 0.63+post, stock flow scripts
make -C /OpenROAD-flow-scripts/flow DESIGN_CONFIG=/design/flow/config.mk WORK_HOME=/design/flow/orfs finish
</file>
==> flow_summary_export.csv <==
group,metric,value,unit
global_route,overflow,0,
global_route,antenna_found_initial,1,
global_route,grtUsageTotal,36.4,%
clock_network,insertion_delay,700,ps
synthesis,ys_sh_adder,0,%
clock_network,ctsHoldBuffers,0,
timing,finalClockSkew,16.5,ps
synthesis,area_leaders,"edfxtp_1 56%, mux4_2 31%, mux2i_1 4.4%, mux2_2 1.4%, a22oi_1 1.2%",
timing,hold_violations,0,
timing,fin_crit,7520,ps
power_and_ir_drop,pwr-share-comb,12.2,%
power_and_ir_drop,p_per_area,159,nW/um^2
placed_design,finalWeightedCongestion,0.879,
synthesis,edf_count,1024,
floorplan,io_pins,113,
power_and_ir_drop,power.switching,0.00230,W
routing,dr.pass1.iters,5,
clock_network,clockRootBuffer,"clkbuf_16",
placed_design,place.detailed.hpwl,96.8,mm
clock_network,cts_tree,"done",
routing,vias,32348,
setup_path,crit_path_end_kind,"output pin",
routing,ant_nets,0,
timing,setup_slack,2880,ps
routing,wl_per_cell,39.3,um
floorplan,chipArea,112000,um^2
power_and_ir_drop,leakagePower,19.7,nW
timing,tightest_slew,899,ps
synthesis,synth_area_leader_cell,"edfxtp_1",
final_layout,largest_reg_flops,1024,
setup_path,critical_path_required,8320,ps
timing,fmax,133,MHz
timing,grt_setup_unrepaired,"false",
setup_path,worstSetupStartpointType,"primary input",
job,maxCapViolations,0,
power_and_ir_drop,irDropWorstVdd,0.134,mV
floorplan,core_area,109000,um^2
final_layout,regMostFlops,"rf_arr",
synthesis,aoi_share,2.59,%
synthesis,top_logic_kind,"multiplexers",
synthesis,synth_cell_types,38,
synthesis,synth.cellmix.simpleShare,2.26,%
floorplan,fp_util,50.6,%
global_route,grt_start_max_net_pins,95,
clock_network,cts_max_path_buffers,3,
final_layout,lay_top_cells,"1024 x edfxtp_1, 773 x mux4_2, 242 x mux2i_1, 129 x buf_4, 115 x clkbuf_16",
routing,drt_wl_total,177,mm
synthesis,synthCells,2827,
status,status,"finished clean",
setup_path,ff2ff_setup_slack,7770,ps
setup_path,critical_path_class,"primary input to output pin",
power_and_ir_drop,p_int,0.00756,W
synthesis,synth_area,55300,um^2
routing,drt_iter0_markers,2148,
setup_path,arrival,5440,ps
final_layout,reg_top3,"rf_arr (1024)",
synthesis,ff_type,"edfxtp_1",
clock_network,cts_made_buffers,110,
setup_path,crit_path_max_fanout,39,
final_layout,layout_top_cell,"edfxtp_1",
power_and_ir_drop,clkPwrFrac,39.9,%
clock_network,postCtsSetupBuffers,0,
synthesis,ys_area,55300,um^2
power_and_ir_drop,pwr-share-seq,47.9,%
placed_design,pre_cts_ws,2800,ps
power_and_ir_drop,switching_share,23.4,%
timing,setup-tns-final,0,ps
clock_network,clk_pin_slew_worst_paths,60,ps
synthesis,yosysTopAreaCellShare,55.6,%
synthesis,ys_seq_share,55.6,%
job,warnings,26,
timing,slew_viol_final,0,
routing,vias_per_cell,7.20,
synthesis,yosys_warnings,1,
global_route,grt_pass1_wl,253,mm
synthesis,synth.mux.area_fraction,37.3,%
clock_network,cts_resized,0,
clock_network,cts.sinks,1024,
synthesis,ys_cells,2827,
floorplan,die.size.y,335,um
floorplan,rows,121,
timing,setup-violations-final,0,
timing,relSlewSlack,39.9,%
timing,finalClockPeriodUsage,72.3,%
global_route,grt_pass1_vias,36301,
synthesis,ys_ff,1024,
synthesis,ys_async_sr_fraction,0,%
worst_hold_path,hp-class,"flip-flop to flip-flop",
final_layout,area_growth,12.3,%
synthesis,synth-xor-area-share,0,%
placed_design,portBuffers,112,
final_layout,drive_above_1_share,39.8,%
synthesis,syn_avg_cell_area,19.6,um^2
clock_network,h-tree-depth,3,
floorplan,die_w,335,um
routing,drc,0,
area by class of cell:
class                   instances  area (um^2)
diodes                          1         2.50
fillers                      7940        47200
flip-flops and latches       1024        30700
multi-input cells            1536        23600
inverters                       1         3.75
repair buffers                248         2290
clock buffers                 133         2950
well taps                    1476         1850
clock inverters                71          682
cells in the mapped netlist (2+ instances only):
cell type / n
nand3b_1: 3
buf_2: 64
and2_1: 2
mux2_2: 70
nand4_1: 56
o21ai_0: 29
a211oi_1: 3
and4_1: 2
mux4_2: 773
a21oi_1: 3
nand2_1: 96
mux2i_1: 242
nand4b_1: 2
a22o_1: 54
o32a_1: 2
or3b_2: 2
clkbuf_1: 135
or2_2: 2
a22oi_1: 92
edfxtp_1: 1024
nand2b_1: 7
buf_1: 31
nand3_1: 32
o22ai_1: 4
buf_6: 10
nor2b_1: 9
nor2_1: 42
buf_4: 26
final timing paths:
kind / startpoint / to / depth (start not counted)
setup / recovery: i_rd_addr1[0] / o_rd_data1[7] / 7
hold / removal: rf_arr[10][27] / rf_arr[15][27] / 4
setup reg to reg: rf_arr[28][23] / rf_arr[16][23] / 5
hold reg to reg: rf_arr[10][27] / rf_arr[15][27] / 4
power groups by stage:
stage         Combinational [W]  Clock, W  Sequential [W]
global route            0.00128   0.00415         0.00473
finish                  0.00120   0.00394         0.00472
CTS                     0.00120   0.00399         0.00472
logic make-up after synthesis:
kind of cell | Yosys count
DFF | 1024
AOI/OAI and AO/OA | 192
muxes | 1085
buffers and inverters | 267
and+or+nand+nor | 259
metrics by stage:
step	total power (W)	cells	util, %	cell area, um^2	hold slack, ps
final	0.00986	4490	56.8	62100	922
after global routing	0.0102	4489	56.8	62100	984
after CTS	0.00992	4489	56.8	62100	919
after detailed placement	0.00601	4285	53.5	58500	890
after global placement	0.00599	4285	53.5	58500	863
after floorplan	0.00556	2827	-	55300	1270
worst max-delay path, stage by stage:
cell and delay [ps]:
buf_8 400, buf_4 420, buf_4 640, mux4_2 590, mux4_2 510, mux2_2 310
clkdlybuf4s50_1 420
routing by layer:
metal	share of wire, %	vias up	wire length (um)	global-route usage [%]
met5	0.074	-	131	0.912
met4	4.5	6	8000	11.7
met3	20	464	34600	29.7
met2	47	2728	82500	50.9
met1	29	16382	51400	44.1
li1	-	12768	-	-
No activity file was given, so power comes from the tool's default toggle rates.
